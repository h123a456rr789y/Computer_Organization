`flow/constraint.sdc`:
```
current_design ID_Reg

set clk_period 1.0
set clk_io_pct 0.2

create_clock -name clk0 -period $clk_period [get_ports {clk_i}]

set non_clock_inputs [all_inputs -no_clocks]
set_input_delay [expr $clk_period * $clk_io_pct] -clock clk0 $non_clock_inputs
set_output_delay [expr $clk_period * $clk_io_pct] -clock clk0 [all_outputs]
```
`flow/run.sh`:
```
#!/bin/bash
# OpenROAD 26Q1-2900-gdf79404cd8, Yosys 0.63+post, stock flow scripts
make -C /OpenROAD-flow-scripts/flow DESIGN_CONFIG=/design/flow/config.mk WORK_HOME=/design/flow/orfs finish
```
`flow/design.v`:
```
module ID_Reg( clk_i, rst_n, PC_i, PC_o, rs1_i, rs1_o, rt2_i, rt2_o, signEx_i, signEx_o, zero_i, zero_o, instr_i, instr_o, ALUSrc_i, ALUSrc_o, ALUOp_i, ALUOp_o, RegDst_i, RegDst_o, BranchType_i, BranchType_o, Branch_i, Branch_o, MemWrite_i, MemWrite_o, MemRead_i, MemRead_o, Jump_i, Jump_o, Mem2Reg_i, Mem2Reg_o, RegWrite_i, RegWrite_o );
input           clk_i;
input           rst_n;
input  [32-1:0] PC_i;
input  [32-1:0] rs1_i;
input  [32-1:0] rt2_i;
input  [32-1:0] signEx_i;
input  [32-1:0] zero_i;
input  [32-1:0] instr_i;
input  ALUSrc_i;
input  [3:0] ALUOp_i;
input  RegDst_i;
input  BranchType_i;
input  Branch_i;
input  MemWrite_i;
input  MemRead_i;
input  Jump_i;
input  Mem2Reg_i;
input  RegWrite_i;
output reg [32-1:0] PC_o;
output reg [32-1:0] rs1_o;
output reg [32-1:0] rt2_o;
output reg [32-1:0] signEx_o;
output reg [32-1:0] zero_o;
output reg [32-1:0] instr_o;
output reg ALUSrc_o;
output reg [3:0] ALUOp_o;
output reg RegDst_o;
output reg BranchType_o;
output reg Branch_o;
output reg MemWrite_o;
output reg MemRead_o;
output reg Jump_o;
output reg Mem2Reg_o;
output reg RegWrite_o;   
always @( posedge clk_i  ) begin
    if(rst_n == 0) begin
	    PC_o <= 0;
		rs1_o <= 0;
		rt2_o <= 0;
		signEx_o <= 0;
		zero_o <= 0;
		instr_o <= 0; 
		ALUSrc_o <= 0;
		ALUOp_o <= 0;
		RegDst_o <= 0;
		BranchType_o <= 0;
		Branch_o <= 0;
		MemWrite_o <= 0;
		MemRead_o <= 0;
		Jump_o <= 0;
		Mem2Reg_o <= 0;
		RegWrite_o <= 0; 
	end
    else begin
	    PC_o <= PC_i;
		rs1_o <= rs1_i;
		rt2_o <= rt2_i;
		signEx_o <= signEx_i;
		zero_o <= zero_i;
		instr_o <= instr_i;
		ALUSrc_o <= ALUSrc_i;
		ALUOp_o <= ALUOp_i;
		RegDst_o <= RegDst_i;
		BranchType_o <= BranchType_i;
		Branch_o <= Branch_i;
		MemWrite_o <= MemWrite_i;
		MemRead_o <= MemRead_i;
		Jump_o <= Jump_i;
		Mem2Reg_o <= Mem2Reg_i;
		RegWrite_o <= RegWrite_i;  
	end
end
endmodule
```
`flow/config.mk`:
```
export PLATFORM = sky130hd
export DESIGN_NAME = ID_Reg
export DESIGN_NICKNAME = ID_Reg
export VERILOG_FILES = /design/flow/design.v
export SDC_FILE = /design/flow/constraint.sdc
export NUM_CORES = 4
export LEC_CHECK = 1
export CORE_AREA = 10 10 243 243
export DIE_AREA = 0 0 253 253
```
==> impl_metrics.csv <==
group,metric,value,unit
placement,pre_cts_ws,-288,ps
setup_path,cpMaxStageDelayCell,"dfxtp_4",
logic_synthesis,syn_inst,432,
logic_synthesis,yosys_warnings,1,
power,p_leak,0.00448,uW
logic_synthesis,avgSynthCellArea,12.9,um2
power,power.density,1810,nW/um2
setup_path,cp_num_cells,1,
setup_path,cp-start-kind,"register",
drt,drt_iter0_drc,106,
placement,hpwl,18100,um
logic_synthesis,syn_area,5590,um2
cts,htreeDepth,1,
drt,viasPerCell,2.80,
final_timing,setup_slack,-251,ps
final_timing,finalHoldViolations,0,
logic_synthesis,ys_async_sr_fraction,0,
global_route,grt_pass1_wl,32200,um
global_route,grt_pass1_vias,4674,
final_timing,max_freq,799,MHz
cts,numClockSinks,205,
logic_synthesis,common_cells,"205 x and2_1, 205 x dfxtp_1, 16 x buf_6",
cts,path_clk_slew,60,ps
logic_synthesis,ys_area,5590,um2
logic_synthesis,area_leaders,"dfxtp_1 73%, and2_1 23%, buf_6 3.2%",
final_timing,slew_viol_final,0,
placement,portBuffers,411,
final_timing,relSlewSlack,0.787,
floorplanning,die_x,253,um
logic_synthesis,synth_seq_share,0.734,
drt,drc_errors,0,
setup_path,path_cells,"buf_6",
floorplanning,row_count,85,
floorplanning,ioPinCount,412,
logic_synthesis,synthFlopType,"dfxtp_1",
run,drv_cap,0,
final_timing,min_period,1250,ps
cts,post_cts_buffers,0,
logic_synthesis,ys_cells,432,
global_route,grt_overflow,0,
setup_path,worst-setup-path-type,"reg2out",
final_timing,hold-worst-slack,82.2,ps
final_timing,setup_viol,205,
power,totalPowerFinal,18700,uW
cells_and_area,syn_to_final_growth,85.1,%
setup_path,cp_num_buf_inv,1,
setup_path,cp_max_fo,1,
drt,wl_per_cell,14.5,um
drt,routed_wl,22600,um
logic_synthesis,top_cell_area_share,0.734,
drt,dr.pass1.iters,3,
logic_synthesis,yosysUniqueCellTypes,5,
cells_and_area,nFillCells,5883,
run,log.warning_count,27,
worst_hold_path,hold_class,"in2reg",
setup_path,startpoint,"instr_o[3]",
logic_synthesis,ys_ff,205,
cts,hold_buffers,0,
cells_and_area,seqCellArea,4180,um2
global_route,antenna_found_initial,8,
outcome,status,"complete, but fails checks",
drt,ant_nets,0,
floorplanning,coreArea,53800,um2
setup_path,required,800,ps
cts,cts.path.max_buffers,3,
outcome,violations,"setup timing",
cts,numCtsBuffers,24,
placement,placed_cells,1522,
global_route,grt_max_degree,93,
setup_path,critical_path.endpoint,"instr_o[3]",
floorplanning,die_area,64000,um2
logic_synthesis,edf_count,0,
floorplanning,die_h,253,um
floorplanning,fp-utilization,0.104,
setup_path,crit_family,"flip-flops",
cells_and_area,drive_above_1_share,0.336,
global_route,grt_use_total,0.0679,
power,ir_worst_vdd,1150,uV
cells_and_area,comb_area,1280,um2
logic_synthesis,top_area_cell,"dfxtp_1",
cells_and_area,stdcell_count,1566,
placement,gp_congestion,0.821,
drt,vias,4387,
setup_path,cp_data_arrival_time,1050,ps
final_timing,grt_setup_unrepaired,"yes",
final_timing,tightest_slew,319,ps
setup_path,cp-end-kind,"output pin",
cts,cts_tree,"built",
cts,root_buffer,"clkbuf_16",
final_timing,finalCritPeriodShare,1.25,
setup_path,slowest_delay,410,ps
[through the flow]
stage,util,cell area [um2],TNS [ps]
floorplan,-,5590,0
global placement,0.194,10500,-2030
detailed placement,0.194,10500,-1950
CTS,0.191,10300,-38770
global route,0.192,10400,-40000
finish,0.192,10400,-28400
[flip-flops by register name, indices dropped and copies added (netlist names), 4 cells and up]
register / count
ALUOp_o: 4
rs1_o: 32
PC_o: 32
rt2_o: 32
instr_o: 32
signEx_o: 32
zero_o: 32
[logic make-up after synthesis]
group | count (synthesis) | synth area share
simple gates | 205 | 0.229
flops | 205 | 0.734
buf+inv | 22 | 0.0369
[power breakdown]
group | internal, uW | switching (uW) | total [uW] | leakage, uW
sequential | 8620 | 127 | 8750 | 0.00172
clock | 4860 | 3470 | 8340 | 0.000362
combinational | 1230 | 420 | 1650 | 0.00239
[layout make-up]
class                   instances  share of cell area
flip-flops and latches        205               0.403
repair buffers                416               0.316
multi-input cells             205               0.124
well taps                     696              0.0841
clock buffers                  35              0.0639
clock inverters                 8             0.00834
diodes                          1            0.000242
[placed cells by master (no fill, tap or decap)]
cell type / count
clkinvlp_4: 1
and2_1: 205
clkbuf_1: 9
clkbuf_8: 2
clkinv_8: 1
buf_2: 189
clkinv_4: 1
dfxtp_1: 158
bufinv_16: 1
inv_6: 1
buf_4: 2
dfxtp_4: 6
buf_6: 16
dfxtp_2: 41
diode_2: 1
clkbuf_16: 24
clkinv_2: 3
clkdlybuf4s50_1: 205
buf_12: 4
[worst min path at each step]
stage	from	end	slack (ps)	depth (start not counted)
CTS	rst_n	MemWrite_o	50	3
global route	rst_n	MemWrite_o	80	3
finish	rst_n	MemWrite_o	80	3
[routing by layer]
metal,GRT usage,wire (um),part of all wire,vias up
met2,0.109,10500,0.46,243
met3,0.0356,2960,0.13,30
met1,0.0803,8670,0.38,1959
met4,0.0131,498,0.022,12
li1,-,-,-,2143
met5,0,70,0.0031,-
[timing repair]
item                                    CTS  global route
endpoints found under the setup margin  205           205
endpoints found under the hold margin     0             0
gates resized                           723            23
Power is estimated from default activity; no workload was simulated.
