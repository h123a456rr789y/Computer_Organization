## ./design.v

```verilog
module ALU_last( result, overflow, set, a, b, invertA, invertB, operation, carryIn, less );
  output wire result;
  output wire overflow;
	output wire set;
  input wire a;
  input wire b;
  input wire invertA;
  input wire invertB;
  input wire[1:0] operation;
  input wire carryIn;
  input wire less;
	wire  aa,bb,add_sum,result_tmp;
	assign aa= (invertA==1'b0) ? a : ~a;
	assign bb = (invertB==1'b0) ? b : ~b;
	wire carryOut;
	Full_adder g1(add_sum, carryOut, carryIn, aa, bb);
	assign result= (operation==2'b10) ? add_sum :
			   (operation==2'b00) ? aa & bb:
			   (operation==2'b01) ? aa | bb:
			   (operation==2'b11) ? less :
			   0;
	xor g2(overflow, carryIn, carryOut);
	xor g3(set, add_sum, overflow);
endmodule
module Full_adder(sum, carryOut, carryIn, input1, input2);
	input carryIn, input1, input2;
	output sum, carryOut;
	wire w1, w2, w3;
	xor x1(w1, input1, input2);
	xor x2(sum, w1, carryIn);
	and a1(w2, input1, input2);
	and a2(w3, w1, carryIn);
	or o1(carryOut, w2, w3);
endmodule
```

## ./config.mk

```make
export PLATFORM = sky130hd
export DESIGN_NAME = ALU_last
export DESIGN_NICKNAME = ALU_last
export VERILOG_FILES = /design/flow/design.v
export SDC_FILE = /design/flow/constraint.sdc
export NUM_CORES = 4
export LEC_CHECK = 1
export CORE_AREA = 10 10 70 70
export DIE_AREA = 0 0 80 80
```

## ./constraint.sdc

```tcl
current_design ALU_last

set clk_period 1.4
set clk_io_pct 0.2

create_clock -name clk0 -period $clk_period

set non_clock_inputs [all_inputs -no_clocks]
set_input_delay [expr $clk_period * $clk_io_pct] -clock clk0 $non_clock_inputs
set_output_delay [expr $clk_period * $clk_io_pct] -clock clk0 [all_outputs]
```

## ./run.sh

```bash
#!/bin/bash
# OpenROAD 26Q1-2900-gdf79404cd8, Yosys 0.63+post, stock flow scripts
make -C /OpenROAD-flow-scripts/flow DESIGN_CONFIG=/design/flow/config.mk WORK_HOME=/design/flow/orfs finish
```

==> datasheet_impl.txt <==
Physical implementation characteristics

Parameter                              Value

Global routing
  Global-route wire length before repair .................. 869 µm
  Initial antenna violation count .................. 0
  Largest net degree at the start of global routing .................. 3
  Via count of the first global-routing pass .................. 175
  Total track usage .................. 1.65%
  Grt total ovfl .................. 0

Layout
  Post-Layout Inst Area .................. 378 µm²
  Most instantiated logic cells after routing .................. sky130_fd_sc_hd__buf_4, sky130_fd_sc_hd__buf_2, sky130_fd_sc_hd__inv_1, sky130_fd_sc_hd__clkdlybuf4s50_1
  Layout filler cell count .................. 410
  Core occupancy in the finished layout .................. 11.1%
  Share of final-layout standard cells stronger than drive strength 1 .................. 66.7%
  Clock buffer cells .................. 0
  Post-layout instance count excluding filler cells .................. 79
  FF+latch count .................. 0
  Register area .................. 0 µm²
  Layout-stage area growth over the synthesis result .................. 185%
  Top logic cell by instance count in the layout .................. sky130_fd_sc_hd__buf_4

Route
  Vias per inst .................. 1.91
  Number of DRC markers after the initial detailed-route iteration .................. 0
  DR pass1 iterations .................. 1
  Routed Wire Length .................. 515 µm
  DRC errors left .................. 0
  Number of diodes added for antenna fixing .................. 0
  Post-route ant nets .................. 0
  WL per Instance .................. 6.52 µm
  Vias after detailed routing .................. 151

Floorplanning
  Total die area .................. 6400 µm²
  I/O pin total .................. 11
  Initial core utilization .................. 3.88%
  Floorplan core area .................. 3420 µm²
  Die Span X .................. 80 µm
  Height of the chip .................. 80 µm
  Site row count .................. 21

Outcome
  Violated checks .................. negative setup slack
  Status .................. complete, but fails checks

Critical path
  Critical path class .................. input port to primary output
  Largest fanout on the critical path .................. 2
  Critical path startpoint .................. b
  Worst EP arrival .................. 1.71 ns
  Standard cell with the maximum stage delay on the critical path .................. sky130_fd_sc_hd__fa_1
  Required time of the worst setup path .................. 1.12 ns
  Endpoint kind of the worst setup timing path .................. primary output
  Worst setup SP type .................. input port
  Cells traversed along the worst timing path .................. buf_8 > xor2_4 > inv_2 > fa_1 > inv_1 > mux4_2 > buf_2
  Crit path buf inv count .................. 4
  CP top delay family .................. adder cells
  Worst stage delay on the critical path .................. 0.50 ns

Power and ir drop
  Leakage power total .................. 0.168 nW
  Total Power Consumption .................. 125 µW
  Worst voltage drop across the vdd grid .................. 0.143 mV
  Cell internal pwr .................. 82.4 µW
  Switching power of the nets .................. 42.2 µW
  Combinational cell fraction of total power .................. 100.0%
  Relative contribution of sequential cells to total power .................. 0%
  Clock share of power .................. 0%
  Power density over the cells .................. 330 nW/µm²
  Proportion of total power due to net switching .................. 33.9%

Synthesis
  Area figure in the yosys stat output .................. 133 µm²
  Library cells used by synthesis .................. 6
  Summed instance area of the synthesized netlist .................. 133 µm²
  Average cell area after synthesis .................. 10.2 µm²
  Synth top area share .................. 30.2%
  Number of standard cells after synthesis .................. 13
  Main area contributors .................. sky130_fd_sc_hd__fa_1, sky130_fd_sc_hd__ha_1, sky130_fd_sc_hd__mux4_2
  Warning count from the yosys run .................. 0
  Share of the yosys chip area belonging to registers .................. 0%
  Cell type with the largest total area after synthesis .................. sky130_fd_sc_hd__fa_1
  Number of cells in Yosys stat .................. 13

Worst hold path
  Worst hold path class .................. input port to primary output
  Critical hold path startpoint .................. carryIn

STA
  Min cycle time layout .................. 1.99 ns
  Post-route clock period utilization .................. 142%
  RSZ-0062 raised after global routing .................. true
  Tightest hold margin .................. 1.04 ns
  Pin slew with the least headroom to its limit .................. 0.158 ns
  Headroom to the max-slew limit .................. 89.4%
  Setup Total Neg Slack .................. -0.950 ns
  Setup violations, final .................. 3
  Maximum operating frequency .................. 502 MHz
  Hold Vio Cnt, Final .................. 0
  Final max-slew violation count .................. 0
  Slack of the critical path .................. -0.590 ns

Placed design
  RD Place Congestion .................. 0.710
  Worst slack at placement .................. -1.34 ns
  Port buffer count .................. 11
  Placement Cell Area .................. 364 µm²
  Placed cell count .................. 76

Run
  Number of warnings in the stage logs .................. 38
  Max capacitance violation total .................. 0

CTS
  Hold bufs inserted after CTS .................. 0
worst paths after layout:
| kind | slack [ns] | endpoint | cells past startpoint |
|---|---|---|---|
| max | -0.59 | result | 7 |
| min | 1.04 | overflow | 4 |
layout make-up:
type                            count  area, µm²  area share (%)
Inverter                            5       18.8            4.97
Multi-Input combinational cell      8        143            37.7
Timing Repair Buffer               20        159            42.1
Tap cell                           46       57.6            15.2
Yosys cell counts, drive strengths merged:
cell type,n
fa,2
ha,2
inv,5
mux4,1
xnor2,2
xor2,1
tightest hold or removal path, stage by stage:
cell and delay [ns]:
sky130_fd_sc_hd__clkdlybuf4s15_1 0.20, sky130_fd_sc_hd__buf_4 0.12, sky130_fd_sc_hd__xnor2_1 0.06, sky130_fd_sc_hd__buf_2 0.11
kinds of logic (layout without fill, tap and decap cells):
kind of cell	count (synthesis)	count (layout)	synth area share, %
fa+ha+maj	4	4	49.1
buf+inv	5	25	14.2
mux	1	1	17.0
xor+xnor	3	3	19.8
power by group through the flow:
stage	Sequential (mW)	Combinational [mW]	Clock [mW]
CTS	0	0.123	0
global route	0	0.142	0
finish	0	0.125	0
timing repair:
action / CTS / global route
endpoints found under the setup margin: 3 / 3
gates resized: 34 / 1
endpoints found under the hold margin: 0 / 0
pin swaps: 4 / 0
buffers inserted: 2 / 1
routing by layer:
metal  track usage [%]  up-vias  routed length (µm)
li1                  -       76                   -
met1              2.47       65                 289
met2              2.09       10                 147
met3             0.909        0                  78
met4                 0        0                   0
met5                 0        -                   0
No activity file was given, so power comes from the tool's default toggle rates.
