==> flow/run.sh <==
#!/bin/bash
# OpenROAD 26Q1-2900-gdf79404cd8, Yosys 0.63+post, stock flow scripts
make -C /OpenROAD-flow-scripts/flow DESIGN_CONFIG=/design/flow/config.mk WORK_HOME=/design/flow/orfs finish
==> flow/config.mk <==
export PLATFORM = sky130hd
export DESIGN_NAME = EX_Reg
export DESIGN_NICKNAME = EX_Reg
export VERILOG_FILES = /design/flow/design.v
export SDC_FILE = /design/flow/constraint.sdc
export NUM_CORES = 4
export LEC_CHECK = 1
export CORE_AREA = 10 10 159 159
export DIE_AREA = 0 0 169 169
==> flow/constraint.sdc <==
current_design EX_Reg

set clk_period 1.0
set clk_io_pct 0.2

create_clock -name clk0 -period $clk_period [get_ports {clk_i}]

set non_clock_inputs [all_inputs -no_clocks]
set_input_delay [expr $clk_period * $clk_io_pct] -clock clk0 $non_clock_inputs
set_output_delay [expr $clk_period * $clk_io_pct] -clock clk0 [all_outputs]
==> flow/design.v <==
module EX_Reg( clk_i, rst_n, PC_i, PC_o, rs1_i, rs1_o, rt2_i, rt2_o, instr_i, instr_o, ALU_zero, ALU_zero_o, jumpAddr_i, jumpAddr_o, Branch_i, Branch_o, MemWrite_i, MemWrite_o, MemRead_i, MemRead_o, Jump_i, Jump_o, Mem2Reg_i, Mem2Reg_o, RegWrite_i, RegWrite_o );
input           clk_i;
input           rst_n;
input  [32-1:0] PC_i;
input  [32-1:0] rs1_i;
input  [32-1:0] rt2_i;
input  [4:0] instr_i;
input ALU_zero;
input [31:0] jumpAddr_i;
input  Branch_i;
input  MemWrite_i;
input  MemRead_i;
input	Jump_i;
input  Mem2Reg_i;
input  RegWrite_i;
output reg [32-1:0] PC_o;
output reg [32-1:0] rs1_o;
output reg [32-1:0] rt2_o;
output reg [4:0] instr_o;
output reg ALU_zero_o;
output reg [31:0] jumpAddr_o;
output reg Branch_o;
output reg MemWrite_o;
output reg MemRead_o;
output reg Jump_o;
output reg Mem2Reg_o;
output reg RegWrite_o;   
always @( posedge clk_i  ) begin
    if(rst_n == 0) begin
	    PC_o <= 0;
		rs1_o <= 0;
		rt2_o <= 0;
		instr_o <= 0;
		ALU_zero_o <= 0;
		jumpAddr_o <= 0;
		Branch_o <= 0;
		MemWrite_o <= 0;
		MemRead_o <= 0;
		Jump_o <= 0;
		Mem2Reg_o <= 0;
		RegWrite_o <= 0; 
	end
    else begin
	    PC_o <= PC_i;
		rs1_o <= rs1_i;
		rt2_o <= rt2_i;
		instr_o <= instr_i;
		ALU_zero_o <= ALU_zero;
		jumpAddr_o <= jumpAddr_i;
		Branch_o <= Branch_i;
		MemWrite_o <= MemWrite_i;
		MemRead_o <= MemRead_i;
		Jump_o <= Jump_i;
		Mem2Reg_o <= Mem2Reg_i;
		RegWrite_o <= RegWrite_i;  
	end
end
endmodule
==> results.txt <==
Results of the flow run.

The run finished, with violations left. The checks that failed: setup timing. In the final layout, the multi-input gates occupy 876 µm². The report lists the power per cell area as ~2000 mW/mm². For this run, the top clock speed supported by timing is a little under 1 GHz. At the pin with the least slew margin, the transition time is a little over 0.2 ns. For reference, the clock transition at the flip-flops on the worst setup and hold paths is 0.06 ns. The pre-antenna-repair detailed-routing pass consisted of 4 iterations. The cell count in the Yosys report stands at around 300. The DRC violation total after the first TritonRoute iteration stands at 66.

The number of fill cells in the layout stands at ~2.2k. The die is between 150 and 200 µm wide. Setup repair after global routing could not meet its margin everywhere. The buffer_ports step reported a buffer count of 281. Per the post-run analysis, buffers plus inverters along the critical path come to 1.

The worst setup path is launched from a flip-flop. The overall via count from detail_route stands at approximately 3k. Entering global routing, the biggest net connects 58 pins. TritonRoute output was used to compute an average wire per cell of around 16 µm. The final tally of setup violations stands at 125. The STA report counts the stages on the worst setup path as 1. The global route stage reports its total congestion overflow as 0. The number of antenna violations at the first check in global routing was 1. For the completed layout, the total cell area is recorded as about 0.007 mm².

The number of H-tree levels stands at 4. The number of global-route vias before repair stands at between 3k and 4k. The number of synthesis warnings stands at 1. In this run, CTS created clock tree buffers numbering 17. The biggest cell delay along the critical path stands at 0.31 ns. The proportion of layout cells with a drive suffix above 1 stands at about a third. The analysis attributes to cell leakage a power of 3.10 nW.

The final layout contains routed wiring with a total length of 13.9 mm. The kind of cell with the highest combined delay along the critical path is flip-flops. The global placer's final weighted congestion stands at slightly below 0.8. The gate count after technology mapping stands at roughly 300.

The max-capacitance violation count stands at 0. The critical path's slowest stage uses the library cell dfxtp_1. Pins over their slew limit in the final report were tallied at 0.

The area recorded from the Yosys report for this design is between 0.003 and 0.004 mm². The worst hold path depth stands at 3. The via density per instance stands at ~3.4. Once detailed placement completed, the half-perimeter wirelength came to roughly 11 mm.

The flip-flop and latch count after synthesis stands at roughly 140. The die area stands at 0.0286 mm². CTS reports a maximum clock tree buffer depth of 2.

OpenROAD emitted warnings numbering 27. The worst setup path is of the reg -> out kind. For reference, the final report shows the hold violation count at 0. The worst hold path begins at rst_n. Along the worst path, the maximum fanout reaches 1. The script parses the final routing iteration and logs DRC violations as 0. The count of boundary I/O pins stands at roughly 280. The synthesized netlist occupies a cell area of between 0.003 and 0.004 mm². The cell area after placement stands at 0.00689 mm². The height of the die stands at 169 µm. The worst hold path terminates at jumpAddr_o[15].

Per the CTS log, the root buffer master is clkbuf_16. The critical path required time stands at approximately 0.80 ns. Compared with the post-synthesis result, the final layout area differs by 80.3%.

The slack of the critical path stands at -0.0394 ns. Averaged over all synthesized cells, the footprint is between 10 and 15 µm². Looking at the VDD voltage map, the peak drop is between 0.9 and 1 mV. For reference, the critical path cell chain is buf_2. The unique cell type count in the Yosys netlist stands at 4. The residual antenna-violating net count after detailed routing stands at 0. The global-route total usage across every layer stands at a little under a tenth.

In the routed netlist, the antenna diode instances number 0. On the critical path the data arrives at about 0.84 ns. According to the CTS report, the clock sink count is about 140. The final critical path takes up 104% of the cycle. The first-pass GRT wire length stands at around 21 mm. The register cell area after layout stands at ~0.0028 mm². The register area share after synthesis stands at between 70% and 80%.

The final report gives the core utilization as between 30% and 40%. The worst hold path belongs to the class in -> reg. The count of standard-cell rows stands at 54. The count of hold buffers inserted by post-cts repair stands at 0. Before placement the cells fill 17.5% of the core. TritonCTS built the clock tree. The worst-case max-slew headroom was logged as a little under nine tenths. The worst setup path is captured at a primary output.

In this run the standard cell core region covers approximately 0.022 mm². The worst path in the final design needs a cycle of around 1.0 ns, including I/O delays and setup. The post-CTS setup-driven buffer insertion count stands at 0.
==> worst min-delay path, delay by kind of cell <==
| kind | cells | cell delay, ns |
|---|---|---|
| buffers and inverters | 2 | 0.31 |
| AND/OR/NAND/NOR | 1 | 0.13 |
==> routing by layer <==
layer / part of all wire [%] / GRT usage (%)
met5: 0 / 0
met4: 1.4 / 1.35
met3: 13 / 5.45
met2: 46 / 15.4
met1: 39 / 10.9
==> cell type report <==
type	count	share of cell area (%)
Sequential cell	140	41.1
Tap cell	280	5.08
Timing Repair Buffer	285	32.1
Clock buffer	18	6.23
Multi-Input combinational cell	140	12.7
Clock inverter	13	2.74
==> cell usage after synthesis <==
master   count  area, µm²
buf_6       11        124
buf_2        4       20.0
and2_1     140        876
dfxtp_1    140       2800
==> per-stage QoR <==
step	hold WS (ns)	worst slack (ns)	instances	power [mW]	setup TNS, ns
floorplan	0.322	0.318	295	6.26	0
global route	0.266	-0.0923	876	14.4	-8.70
detailed placement	0.697	-0.0395	845	7.48	-0.217
finish	0.258	-0.0394	876	13.7	-1.58
CTS	0.250	-0.0748	876	14.0	-5.93
global placement	0.692	-0.0351	845	7.47	-0.187
==> cells by family (layout without fill, tap and decap cells) <==
family        after synthesis  after routing  synth area share [%]
simple gates              140            140                  22.9
buf+inv                    15            316                  3.76
flops                     140            140                  73.3
==> sequential cells by signal (all words and copies together) (netlist names) <==
register	count
rt2_o	32
Branch_o	1
MemRead_o	1
instr_o	5
rs1_o	32
Mem2Reg_o	1
jumpAddr_o	32
RegWrite_o	1
Jump_o	1
ALU_zero_o	1
MemWrite_o	1
PC_o	32
==> layout by cell type (no fill, tap or decap), drive strengths merged <==
cell type,count
buf,145
and2,140
clkdlybuf4s50,140
dfxtp,140
clkbuf,18
inv,4
bufinv,4
clkinv,3
clkinvlp,2
==> power by group <==
part	switching [mW]	internal, mW	total (mW)	leakage [nW]
logic	0.277	0.832	1.11	1.63
clock network	2.48	4.19	6.67	0.298
registers	0.0633	5.89	5.95	1.17
==> what timing repair did <==
| item | CTS | global route |
|---|---|---|
| hold endpoints to repair | 0 | 0 |
| gates resized | 470 | 16 |
| pin swaps | 0 | 0 |
| cloned | 0 | 0 |
| endpoints found under the setup margin | 140 | 140 |
==> how the worst max path moves through the flow <==
stage	startpoint	end	slack, ns
CTS	PC_o[29]	PC_o[29]	-0.07
global route	PC_o[5]	PC_o[5]	-0.09
finish	rs1_o[21]	rs1_o[21]	-0.04
Power figures rest on the tool's default switching activity, not on a simulated workload.
